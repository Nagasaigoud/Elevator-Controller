[run.sh]
#!/bin/bash
# OpenROAD 26Q1-2900-gdf79404cd8, Yosys 0.63+post, stock flow scripts
make -C /OpenROAD-flow-scripts/flow DESIGN_CONFIG=/design/flow/config.mk WORK_HOME=/design/flow/orfs finish
[config.mk]
export PLATFORM = sky130hd
export DESIGN_NAME = Elevator
export DESIGN_NICKNAME = Elevator
export VERILOG_FILES = /design/flow/design.v
export SDC_FILE = /design/flow/constraint.sdc
export NUM_CORES = 4
export LEC_CHECK = 1
export CORE_UTILIZATION = 30
[constraint.sdc]
current_design Elevator

set clk_period 3.5
set clk_io_pct 0.2

create_clock -name clk0 -period $clk_period [get_ports {clk}]

set non_clock_inputs [all_inputs -no_clocks]
set_input_delay [expr $clk_period * $clk_io_pct] -clock clk0 $non_clock_inputs
set_output_delay [expr $clk_period * $clk_io_pct] -clock clk0 [all_outputs]
[design.v]
`timescale 1ns / 1ps
module Elevator(input clk,rst,inG,in1,in2,in3,in4,in5,in6,in7,inopen,inclose, output open,close,up,down );
parameter G=3'd0,F1=3'd1,F2=3'd2,F3=3'd3,F4=3'd4,F5=3'd5,F6=3'd6,F7=3'd7,IDLE=4'd8,OPEN=4'd9,CLOSE=4'd10,UP=4'd11,DOWN=4'd12,WAIT=4'd13;
reg[3:0] pstate,nstate;
reg[2:0] pfloor,nfloor;
reg[6:0] count;
reg reached,overload=0,dir=1;
always@(posedge clk) begin
	pstate <= rst? nstate : IDLE;
	if(!rst) 
		pfloor = G;
	else if(pstate==OPEN)
		pfloor = nfloor;
end
always@(*)begin
	nstate=IDLE;
	case(pstate)
		IDLE:begin
			if(inopen)
				nstate=OPEN;
			else if(pfloor<nfloor)
				nstate=UP;
			else if(pfloor>nfloor)
				nstate=DOWN; 
			else if(pfloor==nfloor) begin 
				if(inG|in1|in2|in3|in4|in5|in6|in7) 
					nstate=OPEN;
			end 
			else 
				nstate=IDLE;
		end
		OPEN:begin
			if(inclose)
				nstate=CLOSE;
			else nstate=WAIT; 
		end
		CLOSE:begin
			if(inopen) 
				nstate=OPEN;
			else 
				nstate=IDLE; 
		end
		UP:begin 
			if(reached)
				nstate=OPEN;
			else 
				nstate=UP; 
		end
		DOWN:begin 
			if(reached)
				nstate=OPEN;
			else 
				nstate=DOWN; 
		end
		WAIT:begin 
			if(overload)
				nstate=WAIT; 
			else 
				nstate=CLOSE; 
		end
		default: nstate=IDLE;
endcase
end
always @(*) begin
	if(pstate==IDLE) begin
		repeat(2)
		if(dir) begin 
			case(pfloor)
				G:begin
					nfloor=in1?F1:in2?F2:in3?F3:in4?F4:in5?F5:in6?F6:in7?F7:G;
				end
				F1:begin
					nfloor=in2?F2:in3?F3:in4?F4:in5?F5:in6?F6:in7?F7:F1; 
					if(!(in2||in3||in4||in5||in6||in7)) 
						dir=0;
				end
				F2:begin 
					nfloor=in3?F3:in4?F4:in5?F5:in6?F6:in7?F7:F2;
					if(!(in3||in4||in5||in6||in7)) 
						dir=0;
				end
				F3:begin 
					nfloor=in4?F4:in5?F5:in6?F6:in7?F7:F3;
					if(!(in4||in5||in6||in7)) 
						dir=0;
				end
				F4:begin 
					nfloor=in5?F5:in6?F6:in7?F7:F4;
					if(!(in5||in6||in7)) 
						dir=0;
				end 
				F5:begin 
					nfloor=in6?F6:in7?F7:F5; 
					if(!(in6||in7)) 
						dir=0;
				end 
				F6:begin 
					nfloor=in7?F7:F6;
					if(!in7) 
						dir=0;
				end
				F7:begin 
					nfloor=F7;
					if(!in7)
						dir=0;
				end 
				default:nfloor=G; 
			endcase
		end 
		else begin
			case(pfloor)
				F7:begin
					nfloor=in6?F6:in5?F5:in4?F4:in3?F3:in2?F2:in1?F1:inG?G:F7;
				end
				F6:begin 
					nfloor=in5?F5:in4?F4:in3?F3:in2?F2:in1?F1:inG?G:F6;
					if(!(inG||in1||in2||in3||in4||in5)) 
						dir=1;
				end
				F5:begin 
					nfloor=in4?F4:in3?F3:in2?F2:in1?F1:inG?G:F5;
					if(!(inG||in1||in2||in3||in4)) 
						dir=1;
				end 
				F4:begin 
					nfloor=in3?F3:in2?F2:in1?F1:inG?G:F4; 
					if(!(inG||in1||in2||in3)) 
						dir=1;
				end
				F3:begin 
					nfloor=in2?F2:in1?F1:inG?G:F3;
					if(!(inG||in1||in2)) 
						dir=1;
				end 
				F2:begin 
					nfloor=in1?F1:inG?G:F2;
					if(!(inG||in1)) 
						dir=1;
				end
				F1:begin 
					nfloor=inG?G:F1;
					if(!inG) 
						dir=1;
				end 
				G:begin 
					nfloor=G;
					if(!inG)
						dir=1;
				end
				default:nfloor=G;
			endcase
		end
	end
end
always@(posedge clk) begin
	if(nstate==UP) begin
		count<=count+1;
		if(count==(nfloor-pfloor)*1) begin
			count<=0;
			reached<=1;
		end
	end
	else if(nstate==DOWN) begin 
		count<=count+1; 
		if(count==(pfloor-nfloor)*1)begin
			count<=0;
			reached<=1;
		end
	end
	else begin 
		count<=0; 
		reached<=0;
	end
end
assign open=pstate==OPEN;
assign close=pstate==CLOSE;
assign up=pstate==UP;
assign down=pstate==DOWN;
endmodule
==> notes.org <==
#+TITLE: Physical design notes

** Critical path
- Register-to-Register Setup Slack :: 0.66 ns
- The kind of cell with the highest combined delay along the critical path is adder cells.
- The largest single stage delay on the critical path is 0.40 ns.
- Worst Path Max Fanout :: 8
- Kind of capture point of the worst setup path :: register
- STA classifies the critical path startpoint as a register.
- The report lists the cells along the critical path as inv_1 -> ha_1 -> fa_1 -> inv_1 -> fa_1 -> and3b_1 -> a22o_1 -> a221o_1 -> o21bai_1 -> mux2_4.
- The setup path with the least slack is of type reg -> reg.
- STA puts the critical path data required time at 3.50 ns.
- Together, buffers and inverters on the worst path number 2.
- The critical path's slowest stage uses the library cell fa_1.
- According to the timing report, the arrival time at the worst endpoint equals 2.83 ns.

** Final timing
- Setup TNS :: 0 ns
- Slew Viols, Final :: 0
- 4 endpoints have no timing constraint.
- Maximum clock rate :: 352 MHz
- Setup-failing EPs final :: 0
- Of the available clock period, the critical path in the final layout requires 0.811.
- Least-Margin Pin Slew :: 0.442 ns
- Final hold violation count :: 0
- Relative slew slack :: 0.703
- Min cycle time layout :: 2.84 ns
- The timer found 4 register pins that no clock reaches; their paths are not timed.
- Setup repair after global routing left no endpoint under its margin.
- After layout, the setup clock skew is reported as 0.00860 ns.

** GRT
- Wire length of the first global-routing pass :: 6.75 mm
- Antenna violations before repair :: 0
- Recorded from the global router log, the overflow total was 0.
- Summed over all routing layers, the global router reports a total usage of 0.139.
- Maximum number of pins on one net before global-route repair :: 23
- The number of global-route vias before repair was 1482.

** Place
- The placed instances occupy a cell area of 1950 um^2.
- Port Buffers :: 15
- Placer Congestion :: 0.925
- In the placement report, post-DP HPWL is listed as 2.96 mm.
- Per the placement report, the placed cell count is 302.

** Pwr
- Static Leakage :: 0.743 nW
- In this run the power density over the cells is 355 nW/um^2.
- IR analysis of the VDD net gives a maximum drop of 0.231 mV.

** Synth
- After synthesis, the netlist uses 58 different library cells.
- The synthesis stat section lists a flop and latch total of 21.
- Each instance of the synthesized netlist takes up on average 7.79 um^2.
- Of the total synthesized cell area, the portion taken by XOR and XNOR cells is 0.0562.
- Adder-cell share of the synthesized area :: 0.0920
- Primary FF master, synth :: dfxtp_1
- Post-synthesis share of cell area spent on and, or, nand and nor gates :: 0.213
- For this run the top cell type by instance count after synthesis was nor2_1.
- In the synthesized netlist, the cells that appear most often are 26 x nor2_1, 20 x a21oi_1, 17 x inv_1, 16 x dfxtp_1, 12 x nand2_1.
- In this run the cell area of the synthesized design comes to 1710 um^2.
- The area fraction of the largest cell type after synthesis is 0.187.
- For this design, Yosys synthesis ends with a cell count of 220.
- Synth Area in Compound Gates :: 0.280
- Main combinational cell family by area after synthesis :: AND-OR/OR-AND gates
- The warning tally printed by Yosys for this design is 19.
- Total cell area reported by yosys after synthesis :: 1710 um^2
- Sorting the Yosys area breakdown by cell type puts at the top dfxtp_1.
- Post-synth ARST share :: 0
- Number of flops mapped to enable cells by yosys :: 1
- Gate Count Post-Synth :: 220
- Largest cells by area after synthesis :: dfxtp_1 19%, a21oi_1 5.8%, nor2_1 5.7%, ha_1 5.1%, inv_1 3.7%
- Measured against the total synthesized area, the mux share comes to 0.0526.

** Floorplan
- During I/O placement, the number of pins put on the boundary was 16.
- In this run the full chip footprint comes out at 6020 um^2.
- Floorplan core area :: 5510 um^2
- Per the OpenROAD floorplan log, the height of the die is 77.6 um.
- Die width :: 77.6 um
- In the floorplan report the effective utilization is 0.311.
- According to the floorplan log, the row count is 27.

** Clocking
- Looking at the clock tree report, the maximum root-to-sink buffer count equals 2.
- CTS placed an instance of clkbuf_8 at the clock tree root.
- Buffers added to address setup during post-CTS repair amount to 0.
- Count of H-tree levels built during CTS :: 1
- TritonCTS built the clock tree.
- For the worst-skew pair, the clock arrives at the later sink with an insertion delay of 0.25 ns.
- # resized after CTS :: 0
- Count of hold buffers inserted by post-cts repair :: 0
- Clock-pin transition on the worst setup and hold timing paths :: 0.07 ns
- Counting the buffers created by CTS gives 3.

** Finish
- The finished layout holds 306 standard cells, fillers aside.
- Post-Layout Inst Area :: 1990 um^2
- Layout cells sized above 1 :: 0.0855
- Area added between synthesis and finish :: 16.4%
- Per the layout area report, the combinational gate area comes to 1190 um^2.
- Tally of filler cells in the layout :: 562
- Across the whole layout, storage elements account for 410 um^2.

** Drt
- Number of antenna-violating nets in the routed design :: 0
- The routed design ends up with an antenna cell count of 0.
- Per the detail_route report, the via count comes to 1577.
- The wire length recorded after detailed routing is 3.89 mm.
- Using the TritonRoute via totals, the vias-per-cell ratio works out to 5.15.
- The first detailed-routing pass took 4 iterations.
- In this run, the number of DRC markers left after iteration 0 of detailed routing was 54.
- In the routed design, unresolved DRC markers number 0.
- Per the detail_route report, routed wire per instance is 12.7 um.

** Run
- Total of max-cap violations :: 0
- The number of warnings reported in the stage logs is 28.

** Min path
- Kind of path behind the tightest hold check :: reg -> reg

** Status
- The run finished with clean final reports.
[metal layers]
metal / up-vias / wire length, um / track usage
li1: 818 / - / -
met1: 720 / 1920 / 0.207
met2: 33 / 1800 / 0.220
met3: 6 / 129 / 0.0155
met4: 0 / 42 / 0.0283
met5: - / 0 / 0
[area by class of cell]
cell class / instances / area share
clock buffer: 4 / 0.0226
inverter: 17 / 0.0320
multi-input combinational: 171 / 0.597
sequential: 21 / 0.206
tap: 72 / 0.0452
timing repair buffer: 21 / 0.0979
[cells in the final DEF (no fill, tap or decap), drive strengths merged, types with 3 or more instances in the layout]
| cell type | count |
|---|---|
| inv | 17 |
| clkdlybuf4s50 | 15 |
| a21oi | 22 |
| fa | 3 |
| a21o | 3 |
| xor2 | 5 |
| o21bai | 5 |
| dlxtp | 3 |
| nor3 | 3 |
| dfxtp | 16 |
| o21ai | 11 |
| clkbuf | 4 |
| a211o | 3 |
| xnor2 | 6 |
| nor2b | 7 |
| nand2 | 12 |
| nand3 | 6 |
| o221ai | 3 |
| and3 | 3 |
| ha | 7 |
| mux2i | 6 |
| nor2 | 26 |
| nor4 | 3 |
| buf | 6 |
[through the flow]
| stage | total power [mW] | hold WS, ns | setup WS, ns | util |
|---|---|---|---|---|
| 5_1_grt | 0.768 | 0.522 | 0.493 | 0.362 |
| 6_report | 0.708 | 0.478 | 0.663 | 0.362 |
| 3_5_place_dp | 0.568 | 0.467 | 0.458 | 0.354 |
| 2_1_floorplan | 0.486 | 0.436 | 0.765 | - |
| 3_3_place_gp | 0.570 | 0.454 | 0.514 | 0.354 |
| 4_1_cts | 0.716 | 0.478 | 0.665 | 0.362 |
[kinds of logic (layout without fill, tap and decap cells)]
group           count (synthesis)  count (layout)
latches                         4               4
mux                             8               8
fa+ha+maj                      11              11
simple gates                   71              71
flops                          17              17
compound gates                 70              70
xor+xnor                       11              11
buf+inv                        28              42
[sequential cells by signal (all words and copies together) (netlist names)]
name,flops
reached,1
dir,1
pstate,6
count,7
nfloor,3
pfloor,3
[path summary, 6_finish.rpt]
path,from,endpoint,cells after the start
hold / removal,count[0]$_DFF_P_,count[0]$_DFF_P_,1
hold reg to reg,count[0]$_DFF_P_,count[0]$_DFF_P_,1
setup / recovery,pfloor[0]$_SDFFE_PN0P_,reached$_SDFFCE_PP1P_,10
setup reg to reg,pfloor[0]$_SDFFE_PN0P_,reached$_SDFFCE_PP1P_,10
[where the power goes]
group	switching, mW	leakage [nW]	internal (mW)
logic	0.155	0.548	0.144
clock network	0.0629	0.0228	0.0806
registers	0.0337	0.173	0.232
total	0.251	0.743	0.456
Power is estimated from default activity; no workload was simulated.
